**./design.v**
```verilog
`timescale 1ns / 1ps
module butterfly
#(
	parameter width=16,
	parameter scale=0
)
(
	input signed [width-1:0] in0_re,
	input signed [width-1:0] in0_im,
	input signed [width-1:0] in1_re,
	input signed [width-1:0] in1_im,
	output signed [width-1:0] out0_re,
	output signed [width-1:0] out0_im,
	output signed [width-1:0] out1_re,
	output signed [width-1:0] out1_im
);
	wire signed [width-1:0] mid0_re, mid0_im, mid1_re, mid1_im;
	assign mid0_re = in0_re + in1_re,
		mid0_im = in0_im + in1_im,
		mid1_re = in0_re - in1_re,
		mid1_im = in0_im - in1_im;
	assign out0_re = {{scale{mid0_re[width-1]}}, mid0_re[width-1:scale]},
		out0_im = {{scale{mid0_im[width-1]}}, mid0_im[width-1:scale]},
		out1_re = {{scale{mid1_re[width-1]}}, mid1_re[width-1:scale]},
		out1_im = {{scale{mid1_im[width-1]}}, mid1_im[width-1:scale]};
endmodule
`timescale 1ns / 1ps
module fftstg_fn
#(
	parameter width=16,
	parameter N=9,
	parameter M=9,
	parameter scale=0
)
(
	input clk,
	input areset,
	input en_in,
	input [N-1:0] cnt_in,
	input signed [width-1:0] xin_re,
	input signed [width-1:0] xin_im,
	output reg en_out,
	output reg [N-1:0] cnt_out,
	output reg signed [width-1:0] yout_re,
	output reg signed [width-1:0] yout_im
);
	reg signed [width-1:0] reg_out_re;
	reg signed [width-1:0] reg_out_im;  
	wire en_bf;  
	wire signed [width-1:0] bf_x0_re;
	wire signed [width-1:0] bf_x0_im;
	wire signed [width-1:0] bf_x1_re;
	wire signed [width-1:0] bf_x1_im;  
	wire signed [width-1:0] bf_y0_re;
	wire signed [width-1:0] bf_y0_im;
	wire signed [width-1:0] bf_y1_re;
	wire signed [width-1:0] bf_y1_im;  
	reg [N-1:0] cnt_bf;
	reg bf_outing;
	always @(posedge clk, negedge areset) begin
		if(!areset) begin
			reg_out_re <= {N{1'b0}};
			reg_out_im <= {N{1'b0}};
		end
		else begin
			if(en_bf) begin
				reg_out_re <= bf_y1_re;
				reg_out_im <= bf_y1_im;
			end
			else begin
				reg_out_re <= xin_re;
				reg_out_im <= xin_im;
			end
		end
	end
	assign en_bf = cnt_in[M-1];
	assign bf_x0_re = (en_bf)? reg_out_re : {width{1'b0}},
		bf_x0_im = (en_bf)? reg_out_im : {width{1'b0}},
		bf_x1_re = (en_bf)? xin_re : {width{1'b0}},
		bf_x1_im = (en_bf)? xin_im : {width{1'b0}};
	butterfly
	#(
		.width(width),
		.scale(scale)
	)
	BFU (
		.in0_re(bf_x0_re),
		.in0_im(bf_x0_im),
		.in1_re(bf_x1_re),
		.in1_im(bf_x1_im),
		.out0_re(bf_y0_re),
		.out0_im(bf_y0_im),
		.out1_re(bf_y1_re),
		.out1_im(bf_y1_im)
	);
	always @(posedge clk, negedge areset) begin
		if(!areset) begin
			cnt_bf <= {N{1'b0}};
			bf_outing <= 1'b0;
		end
		else begin
			if(en_in) bf_outing <= 1'b1;
			else if(cnt_bf==2**(N)-1) bf_outing <= 1'b0;
			else bf_outing <= bf_outing;
			if(bf_outing) cnt_bf <= cnt_bf + 1'b1;
			else cnt_bf <= {N{1'b0}};
		end
	end
	always @(posedge clk, negedge areset) begin
		if(!areset) begin
			en_out <= 1'b0;
			cnt_out <= {N{1'b0}};
			yout_re <= {width{1'b0}};
			yout_im <= {width{1'b0}};
		end
		else begin
			en_out <= bf_outing;
			cnt_out <= cnt_bf;
			if(en_bf) begin
				yout_re <= bf_y0_re;
				yout_im <= bf_y0_im;
			end
			else begin
				yout_re <= reg_out_re;
				yout_im <= reg_out_im;
			end
		end
	end
endmodule
```
**./run.sh**
```bash
#!/bin/bash
# OpenROAD 26Q1-2900-gdf79404cd8, Yosys 0.63+post, stock flow scripts
make -C /OpenROAD-flow-scripts/flow DESIGN_CONFIG=/design/flow/config.mk WORK_HOME=/design/flow/orfs finish
```
**./config.mk**
```make
export PLATFORM = sky130hd
export DESIGN_NAME = fftstg_fn
export DESIGN_NICKNAME = fftstg_fn
export VERILOG_FILES = /design/flow/design.v
export SDC_FILE = /design/flow/constraint.sdc
export NUM_CORES = 4
export LEC_CHECK = 1
export CORE_UTILIZATION = 30
```
**./constraint.sdc**
```tcl
current_design fftstg_fn

set clk_period 4.4
set clk_io_pct 0.2

create_clock -name clk0 -period $clk_period [get_ports {clk}]

set non_clock_inputs [all_inputs -no_clocks]
set_input_delay [expr $clk_period * $clk_io_pct] -clock clk0 $non_clock_inputs
set_output_delay [expr $clk_period * $clk_io_pct] -clock clk0 [all_outputs]
```
==> ci_impl_report.md <==
## Synthesis and layout report

| Metric | Value |
|---|---|
| Status | `finished, final reports clean` |
| Hold path cells | `0` |
| Comb area leader | `AND-OR/OR-AND gates` |
| Drt drc | `0` |
| Rel. slew slack | `53.4%` |
| Post-Syn Area | `6370 µm²` |
| Worst path cell trace | `clkdlybuf4s50_1, inv_1, nor2_1, ha_1, inv_1, fa_1, o21ba_1, o311ai_1, a211oi_2, o21bai_1, a311oi_1, xnor2_1, a21oi_1` |
| Top area cell types | `dfrtp_1, ha_1, xnor2_1, a21oi_1, mux2_2` |
| Tcrit/Tclk final | `78.3%` |
| CP top delay family | `AND-OR/OR-AND gates` |
| Yosys adder share | `13.4%` |
| Deepest clock path buffer count | `2` |
| Total wire length | `14.0 mm` |
| Port bufs | `just under 80` |
| Psw | `0.00123 W` |
| Synthesis area per yosys | `approximately 6400 µm²` |
| Post-synth top area cell | `dfrtp_1` |
| Syn. warnings | `1` |
| Post-synth top area share | `33.0%` |
| Synth Seq Share | `33.0%` |
| Worst r2r src | `reg_out_re[1]` |
| Synth Area in Simple Gates | `17.3%` |
| PD cells | `458 nW/µm²` |
| Synth mux share | `4.63%` |
| Logic gate share of total power | `between 40% and 50%` |
| Initial DRT Pass Iterations | `4` |
| Sequential share of power | `32.0%` |
| Hold endpoint | `cnt_out[8]` |
| VDD IR max | `191 µV` |
| Crit path required time | `about 4700 ps` |
| Post-CTS setup buffer count | `0` |
| Resize count post-CTS | `0` |
| Place WS | `588 ps` |
| Asr flop ratio synth | `100%` |
| Row count | `52` |
| CTS tree | `yes` |
| Unique cell types | `59` |
| Initial antenna violation count | `0` |
| First-pass GRT wire length | `23.8 mm` |
| Internal | `about 0.0023 W` |
| Hold-fix buffer count after cts | `0` |
| Aoi share | `17.6%` |
| Gr usage total | `13.7%` |
| Hold Path Class | `register to register` |
| Setup WS post-layout | `953 ps` |
| Final hold violations | `0` |
| Initial Util | `31.1%` |
| OpenROAD warnings | `roughly 61` |
| Share of layout cells above drive strength 1 | `7.30%` |
| Most common reg cell | `dfrtp_1` |
| CTS root buf | `clkbuf_16` |
| Mapped Cells | `733` |
| Hold_ws | `385 ps` |
| Hold Path Origin | `cnt_bf[8]` |
| Synth top cells by count | `dfrtp_1, a21oi_1, nor2_1, ha_1, inv_1` |
| Fillers | `2050` |
| Routed length per instance | `13.2 µm` |
| CP max FO | `3` |
| Worst r2r dst | `yout_re[14]` |
| Remaining Overflow, GRT | `0` |
| Final setup fails | `0` |
| RSZ-0062 raised after global routing | `no` |
| Buf/Inv on CP | `3` |
| Sw Ratio | `34.8%` |
| Startpoint Class | `input port` |
| Routability cong. | `approximately 0.9` |
| Clk pwr share | `23.4%` |
| Slowest stage delay, CP | `~450 ps` |
| Fin. max-slew vios | `0` |
| Die height | `148 µm` |
| Total CTS buffers | `9` |
| Crit path kind | `input port to register` |
| Final Skew | `around 7.4 ps` |
| Registers, synthesis | `84` |
| Mapped Avg Cell Area | `8.69 µm²` |
| Core area | `~20000 µm²` |
| CP arrival | `3720 ps` |
| Worst slew pin tran | `roughly 700 ps` |
| Setup TNS | `0 ps` |
| Top-count cell post-synth | `dfrtp_1` |
| DR vias | `5058` |
| Vias in the first global route | `4840` |
| # IOs | `roughly 86` |
| Sink Count | `84` |
| Post-detail-place hpwl | `10.5 mm` |
| DRT antenna net count | `0` |
| # diodes | `0` |
| CTS HTree Levels | `3` |
| Post-synth EDFFs | `0` |
| Die width | `between 100 and 150 µm` |
| Syn-to-layout area delta | `20.4%` |
| Largest net degree at the start of global routing | `69` |
| Register-to-Register Path Depth | `10` |
| Yosys Instances | `733` |
| Leakage | `3.50 nW` |
| Skew-Pair Late Insertion Delay | `350 ps` |
| R2r setup slk | `1630 ps` |
| Starting DRT DRC Count | `189` |
| Fmax | `between 200 and 300 MHz` |
| Crit-path slowest cell | `clkdlybuf4s50_1` |
| Clock slew at reported path FFs | `70 ps` |
| Fin crit period | `about 3400 ps` |
| CP endpoint kind | `register` |
| Max-Cap Viols | `0` |
| Cell mode on critical path | `inv_1` |
| XOR/XNOR Area Share | `just under 8%` |
| Via/cell ratio | `4.75` |
| Total die size | `~22000 µm²` |
-- layout by cell type (no fill, tap or decap), drive strengths merged, types with 3 or more instances in the layout --
cell | synthesis | layout
dfrtp | 84 | 84
clkdlybuf4s50 | 0 | 75
a21oi | 73 | 73
nor2 | 67 | 67
inv | 61 | 65
ha | 62 | 62
nand2 | 57 | 57
xnor2 | 43 | 43
and2 | 38 | 38
mux2 | 25 | 25
o21ai | 23 | 23
nand3 | 14 | 14
xor2 | 13 | 13
nor2b | 11 | 11
nor3 | 11 | 11
o21bai | 11 | 11
clkbuf | 21 | 10
nand2b | 9 | 9
a21o | 8 | 8
buf | 17 | 8
and3 | 7 | 7
o211ai | 7 | 7
o31ai | 5 | 5
a31oi | 5 | 5
a211oi | 5 | 5
nand3b | 4 | 4
or3 | 4 | 4
nand4 | 4 | 4
fa | 4 | 4
a21boi | 4 | 4
a311oi | 4 | 4
o21a | 3 | 3
a211o | 3 | 3
o2111ai | 3 | 3
-- state kept, by name (all words and copies together) (netlist names) --
name        count
cnt_out         9
en_out          1
reg_out_im     16
yout_re        16
reg_out_re     16
yout_im        16
cnt_bf          9
bf_outing       1
-- area by class of cell --
cell class	instances	area (µm²)	area share [%]
clock buffer	10	239	3.11
clock inverter	6	76.3	0.995
inverter	61	229	2.98
multi-input combinational	550	3860	50.4
sequential	84	2100	27.4
tap	270	338	4.40
timing repair buffer	83	823	10.7
-- stage by stage --
step                std cells  utilization [%]  power [W]  area, µm²
floorplan                 733                -    0.00219       6370
global placement         1048             35.9    0.00271       7360
detailed placement       1048             35.9    0.00271       7360
CTS                      1064             37.4    0.00357       7670
global route             1064             37.4    0.00380       7670
finish                   1064             37.4    0.00352       7670
-- cell families (layout without fill, tap and decap cells) --
| kind of cell | Yosys count | after routing |
|---|---|---|
| muxes | 26 | 26 |
| AOI/OAI and AO/OA | 172 | 172 |
| xor gates and xnor gates | 56 | 56 |
| adders and majority gates | 66 | 66 |
| and+or+nand+nor | 230 | 230 |
| buffers and inverters | 99 | 160 |
| DFF | 84 | 84 |
-- routing by layer --
layer  part of all wire, %  global-route usage (%)
met5                     0                       0
met4                   1.7                    2.22
met3                   5.0                    2.27
met2                    45                    21.8
met1                    48                    20.3
-- power by group through the flow --
| stage | registers (W) | logic, W | clock network (W) |
|---|---|---|---|
| finish | 0.00113 | 0.00157 | 0.000825 |
| global route | 0.00116 | 0.00176 | 0.000883 |
| CTS | 0.00113 | 0.00158 | 0.000861 |
-- worst max path at each step --
stage / from / end / slack, ps / depth (start not counted)
CTS: xin_re[0] / yout_re[14] / 950 / 13
global route: xin_re[0] / yout_re[14] / 600 / 13
finish: xin_re[0] / yout_re[14] / 950 / 13
No activity file was given, so power comes from the tool's default toggle rates.
